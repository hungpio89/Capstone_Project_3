==> flow/design.v <==
module fifo_read_memory 
#(	 
	parameter int ADDRBIT 	 = 5,
	parameter int DATA_WIDTH = 12,
	parameter int FIFO_DEPTH = 32
)
(
	input  logic							clk,         	 
	input  logic							rst_n,       	 
	input  logic							write_en,    	 
	input  logic							read_en,     	 
	input  logic [ DATA_WIDTH-1:  0]	write_data,  	 
	input  logic [ 	ADDRBIT-1:  0]	wraddr,  		 
	input  logic [ 	ADDRBIT-1:  0]	rdaddr,  	 	 
	input  logic							fifofull,       
	input  logic							notempty,		 
	input  logic							fifo_en,
	output logic [ DATA_WIDTH-1:  0]	read_data   	 
);
	reg 	[ DATA_WIDTH-1:  0]	memory [0:FIFO_DEPTH-1];   
	reg   [ 	  ADDRBIT-1:  0]	write_ptr, read_ptr;       
	reg	[ DATA_WIDTH-1:  0]	temp_read;
	assign write_ptr = wraddr;
	assign read_ptr  = rdaddr;
	always_ff @(posedge clk or negedge rst_n) begin
		if (!rst_n) begin
			for (int i = 0; i < 32; i = i + 1) begin: assign_zeros_to_all_reg
				memory[i] <= 12'h0;
			end
		end 
		else begin
			if (fifo_en) begin
				if (write_en && !fifofull) begin
					memory[write_ptr] <= write_data;
				end
				else begin
					if (read_en && notempty) begin
						temp_read <= memory[read_ptr];
					end
					else
						temp_read	<= temp_read;
				end
			end
			else
				temp_read <= write_data;
		end
	end
	assign read_data = temp_read;
endmodule
==> flow/run.sh <==
#!/bin/bash
# OpenROAD 26Q1-2900-gdf79404cd8, Yosys 0.63+post, stock flow scripts
make -C /OpenROAD-flow-scripts/flow DESIGN_CONFIG=/design/flow/config.mk WORK_HOME=/design/flow/orfs finish
==> flow/config.mk <==
export PLATFORM = sky130hd
export DESIGN_NAME = fifo_read_memory
export DESIGN_NICKNAME = fifo_read_memory
export VERILOG_FILES = /design/flow/design.v
export SDC_FILE = /design/flow/constraint.sdc
export NUM_CORES = 4
export LEC_CHECK = 1
export CORE_UTILIZATION = 50
==> flow/constraint.sdc <==
current_design fifo_read_memory

set clk_period 3.3
set clk_io_pct 0.2

create_clock -name clk0 -period $clk_period [get_ports {clk}]

set non_clock_inputs [all_inputs -no_clocks]
set_input_delay [expr $clk_period * $clk_io_pct] -clock clk0 $non_clock_inputs
set_output_delay [expr $clk_period * $clk_io_pct] -clock clk0 [all_outputs]
==> job_summary.md <==
## Implementation flow summary

| Metric | Value |
|---|---|
| Status | complete, no violations |
| Main flop type after synthesis | dfrtp_1 |
| PortBufs | 40 |
| Sequence of cells on the critical path | clkdlybuf4s50_1, buf_4, inv_1, a41oi_1, o2111ai_1, nor4_1, a21oi_1 |
| Worst setup SP type | input pin |
| Htree depth | 2 |
| Total wire length | 56.4 mm |
| Number of cells produced by synthesis | 1,450 |
| Synthesized registers | 396 |
| Synth Seq Share | 53.4% |
| Least-Margin Pin Slew | 1.02 ns |
| Die Wd | 195 µm |
| FF-to-FF Start | memory[6][8]$_DFFE_PN0P_ |
| # rows | 70 |
| Die Y-Extent | 195 µm |
| # DRC | 0 |
| Number of post-CTS setup repair buffers | 0 |
| GRT overflow | 0 |
| Initial DRC count | 743 |
| Floorplan core density | 50.9% |
| Reg2Reg Depth | 5 |
| FA/HA/MAJ Cells, Area Fraction | 0% |
| Fmax | 347 MHz |
| Yosys chip area | 0.0187 mm² |
| Vias in the first global route | 12,700 |
| Root buf cell | clkbuf_16 |
| Crit-path max cell delay | 0.70 ns |
| Simple share | 10.2% |
| DRT Pass-1 Iters | 5 |
| Aoi share | 5.85% |
| Routed Antenna Nets | 0 |
| Post-synth EDFFs | 12 |
| Largest net degree at the start of global routing | 124 |
| GRT Util Overall | 32.1% |
| CTS Sinks | 396 |
| Routability cong. | 0.951 |
| Hold Path Class | in -> async |
| Crit path DAT | 3.17 ns |
| Die Size | 0.0381 mm² |
| CP max stage cell | clkdlybuf4s50_1 |
| Worst-path clk slew | 0.06 ns |
| Async SR Flop Fraction | 97.0% |
| Cts bufs inserted | 43 |
| Via Count | 12,600 |
| Clock latency on the worst-skew pair | 0.57 ns |
| Ports | 41 |
| Routed vias/inst | 6.28 |
| Leakage | 10.2 nW |
| Tool warnings | 31 |
| Final number of hold-violating endpoints | 0 |
| Max-Cap Viols | 0 |
| VDD IR max | 374 µV |
| Layout cells sized above 1 | 40.1% |
| CP required | 3.58 ns |
| Crit path kind | in -> reg |
| Most frequent logic cell in the layout | mux2_2 |
| RSZ-0062 raised after global routing | false |
| Clock Skews | 0.0214 ns |
| Core ar. | 0.0367 mm² |
| Post-CTS resize count | 0 |
| Maximum root-to-sink buffer count | 3 |
| Final worst slack | 0.418 ns |
| Worst Hold Margin | 0.0272 ns |
| Final core utilization | 58.1% |
| Area fraction in mux cells | 26.7% |
| Critical Path End Type | flip-flop |
| TritonCTS clock tree | built |
| Worst setup path start | fifo_en |
| Post-synthesis cell area | 0.0187 mm² |
| Synth warnings | 4 |
| Initial antenna violation count | 0 |
| Yosys cell count | 1,450 |
| Commonest non-fill, non-tap cells in the layout | mux2_2 (397), dfrtp_1 (384), nand3_1 (116) |
| HPWL after DPL | 38.3 mm |
| DR WL/cell | 28.0 µm |
| Placement Setup Slack | -0.0775 ns |
| Power per cell area | 534 mW/mm² |
| Pins Over Slew Limit | 0 |
| Post-synthesis cell type count | 64 |
| TNS Setup | 0 ns |
| Comb area leader | multiplexers |
| Normalized max-slew margin | 31.5% |
| CP max FO | 23 |
| Final period util | 87.3% |
| Setup violations, final | 0 |
| Fin crit period | 2.88 ns |
| Avg Synthesized Cell Area | 12.9 µm² |
| Area delta synth->final | 14.3% |
| XOR-XNOR Cells, Area Fraction | 0% |
| Wire length of the first global-routing pass | 84.5 mm |
| Hold buffers post-CTS | 0 |
## report_power, final
group | internal, W | total (W) | switching, W
sequential | 0.00527 | 0.00548 | 0.000208
clock | 0.00286 | 0.00482 | 0.00196
combinational | 0.000512 | 0.00110 | 0.000588
## per-stage QoR
stage                     std cells  cell area (µm²)  total power [W]
after floorplan                1450            18700          0.00614
after global placement         1936            19900          0.00663
after detailed placement       1936            19900          0.00665
after CTS                      2012            21300           0.0115
after global routing           2012            21300           0.0118
final                          2013            21300           0.0114
## sequential cells by signal, indices dropped and copies added (netlist names)
register   flops
memory       384
temp_read     12
## worst max-delay path: cells and delay by family
| family | cells | cell delay (ns) |
|---|---|---|
| compound gates | 3 | 0.65 |
| buf+inv | 3 | 1.22 |
| simple gates | 1 | 0.62 |
## path summary, 6_finish.rpt
check | to | slack [ns]
setup reg to reg | temp_read[8]$_DFFE_PP_ | 1.10
min in group clk0 | memory[16][3]$_DFFE_PN0P_ | 0.50
hold / removal | memory[26][5]$_DFFE_PN0P_ | 0.03
max in group asynchronous | memory[5][0]$_DFFE_PN0P_ | 2.21
setup / recovery | temp_read[8]$_DFFE_PP_ | 0.42
hold reg to reg | memory[16][3]$_DFFE_PN0P_ | 0.50
## cell usage after synthesis, drive strengths merged (2+ instances only)
| cell | instances | share of area (%) |
|---|---|---|
| mux2 | 401 | 24 |
| dfrtp | 384 | 51 |
| nand3 | 116 | 3.1 |
| buf | 82 | 2.7 |
| clkbuf | 54 | 1.1 |
| mux2i | 43 | 2.3 |
| and3 | 33 | 1.1 |
| nor2 | 30 | 0.60 |
| nand2 | 27 | 0.58 |
| nand4 | 24 | 0.80 |
| o22ai | 17 | 0.57 |
| nor4 | 15 | 0.50 |
| a32oi | 14 | 0.66 |
| nor3 | 14 | 0.54 |
| o21ai | 14 | 0.38 |
| o211ai | 13 | 0.52 |
| edfxtp | 12 | 1.9 |
| a22o | 11 | 0.52 |
| a22oi | 11 | 0.44 |
| a21oi | 10 | 0.27 |
| nand2b | 10 | 0.34 |
| a2111oi | 9 | 0.46 |
| nor3b | 9 | 0.53 |
| a31oi | 8 | 0.27 |
| nor2b | 8 | 0.27 |
| and4 | 7 | 0.33 |
| nand3b | 7 | 0.28 |
| a21bo | 6 | 0.32 |
| a32o | 6 | 0.32 |
| and2 | 6 | 0.20 |
| a221oi | 5 | 0.23 |
| and4b | 5 | 0.27 |
| o22a | 5 | 0.23 |
| and3b | 4 | 0.19 |
| inv | 4 | 0.080 |
| o221ai | 4 | 0.19 |
| a21o | 3 | 0.12 |
| and2b | 3 | 0.13 |
| a211oi | 2 | 0.11 |
| nand4b | 2 | 0.094 |
| or3b | 2 | 0.094 |
## layer usage
metal / share of wire (%) / track usage [%]
met1: 42 / 48.8
met2: 43 / 44.5
met3: 11 / 14.0
met4: 2.8 / 7.49
met5: 0 / 0
## kinds of logic after synthesis
group,Yosys count
buf+inv,140
simple gates,326
compound gates,143
flops,396
mux,445
## layout make-up
class | count | area, µm²
Tap cell | 468 | 586
Multi-Input combinational cell | 914 | 8010
Inverter | 4 | 15.0
Fill cell | 2889 | 15400
Clock inverter | 11 | 128
Antenna cell | 1 | 2.50
Timing Repair Buffer | 154 | 1340
Clock buffer | 65 | 1290
Sequential cell | 396 | 9970
Power is estimated from default activity; no workload was simulated.
