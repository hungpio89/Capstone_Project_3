`config.mk`:
```
export PLATFORM = sky130hd
export DESIGN_NAME = comparator_unsigned_32bit
export DESIGN_NICKNAME = comparator_unsigned_32bit
export VERILOG_FILES = /design/flow/design.v
export SDC_FILE = /design/flow/constraint.sdc
export NUM_CORES = 4
export LEC_CHECK = 1
export CORE_AREA = 10 10 100 100
export DIE_AREA = 0 0 110 110
```
`constraint.sdc`:
```
current_design comparator_unsigned_32bit

set clk_period 7.6
set clk_io_pct 0.2

create_clock -name clk0 -period $clk_period

set non_clock_inputs [all_inputs -no_clocks]
set_input_delay [expr $clk_period * $clk_io_pct] -clock clk0 $non_clock_inputs
set_output_delay [expr $clk_period * $clk_io_pct] -clock clk0 [all_outputs]
```
`design.v`:
```
module mag_comparator_4bit_master (
	input logic					a,
	input logic 				b,
	output logic				a_equal_b,
	output logic				a_more_b,
	output logic				a_less_b
 );
	assign 		a_equal_b = a ~^ b;
	assign		a_more_b = a & ~b;
	assign		a_less_b = ~a & b;
endmodule
module mag_comparator_4bit_slave (
	input logic	a,
	input logic 	b,
	input logic	a_e_b,
	input logic	a_m_b,
	input logic	a_l_b,
	output logic	a_equal_b,
	output logic	a_more_b,
	output logic	a_less_b
);
	assign 		a_equal_b = a_e_b & (a ~^ b);
	assign		a_more_b = a_m_b | (a & ~b & a_e_b);
	assign		a_less_b = a_l_b | (~a & b & a_e_b);
endmodule
module comparator_unsigned_32bit	(
	input logic		[ 31 :  0]	a,
	input logic 	[ 31 :  0]	b,
	output logic				a_equal_b,
	output logic				a_less_b,
	output logic				a_greater_b
);
	logic			[31 : 0]	a_e_b;
	logic			[31 : 0]	a_m_b;
	logic			[31 : 0]	a_l_b;
	assign			a_equal_b = a_e_b[0];
	assign			a_less_b  = a_l_b[0];
	assign			a_greater_b  = a_m_b[0];
mag_comparator_4bit_master				master_inst	(
									.a					(a[31]),
									.b					(b[31]),
									.a_equal_b				(a_e_b[31]),
									.a_more_b				(a_m_b[31]),
									.a_less_b				(a_l_b[31])
	);
genvar i;
generate 
	for (i = 0; i < 31; i = i + 1) begin: gen_compare32
		mag_comparator_4bit_slave		slave_inst	(
									.a					(a[30 - i]),
									.b					(b[30 - i]),
									.a_e_b					(a_e_b[31 - i]),
									.a_m_b					(a_m_b[31 - i]),
									.a_l_b					(a_l_b[31 - i]),
									.a_equal_b				(a_e_b[30 - i]),
									.a_more_b				(a_m_b[30 - i]),
									.a_less_b				(a_l_b[30 - i])
		);
	end
endgenerate
endmodule
```
`run.sh`:
```
#!/bin/bash
# OpenROAD 26Q1-2900-gdf79404cd8, Yosys 0.63+post, stock flow scripts
make -C /OpenROAD-flow-scripts/flow DESIGN_CONFIG=/design/flow/config.mk WORK_HOME=/design/flow/orfs finish
```
==> notes.md <==
Physical implementation status

The run finished with clean final reports. In the finished design the tool counted flip-flops and latches totalling 0. The aggregate global-route resource usage stands at roughly 6.5%. The pre-CTS setup slack stands at 2151 ps. The wire-length estimate of the detail-placed layout is 3890 µm. The script logs the mean routed wire length per placed instance as 10.61 µm. The overall die height stands at 110 µm.

The worst path in the final design needs a cycle of 5392 ps, including I/O delays and setup. According to the timing report, the arrival time at the worst endpoint equals 3870 ps. The total count of hold-check failures in the final report stands at 0. The overall overflow remaining after global route stands at 0. The worst setup path is of the in2out kind. The top-level port count stands at between 60 and 70. Per the timing report, the biggest fanout along the worst path comes to 4. The maximum VDD drop stands at 0.00001669 V. The fmax stands at 185.5 MHz. The warning count from the yosys run stands at 0.

The starting density of the core stands at 19.46%. The number of global-route vias before repair stands at around 1500. Hold timing on the final database bottoms out at a slack of approximately 4200 ps. After layout, the design draws a total of 99.76 µW. At the end of routability-driven placement, the weighted congestion stood at 0.8405. The sequential cell area in the final layout stands at 0 µm². The detailed router placed 1504 vias in this run. The fraction of final layout cells sized beyond drive strength 1 stands at 1.064%. According to the floorplan report, the die width is about 110 µm. STA classifies the critical path endpoint as a primary output. For this block, the routed nets add up to 4075 µm of wire. The number of design-rule violations left by the first detailed-router iteration stands at 19. Entering global routing, the biggest net connects 6 pins. After floorplanning, the core was divided into 32 placement rows. After synthesis, the netlist uses 22 different library cells. The global-route wire length before repair stands at 6644 µm. Sorting the synthesized cells by area gives the leading types as ha_1 53%, inv_1 17%, a21oi_1 9.2%.

The number of setup buffers added after CTS is 0. The tally of nets with antenna violations remaining after routing stands at 0. The leakage power total stands at 0.001252 µW.

The reported max-cap violation count stands at 0. The layout filler cell count stands at 845. The post-placement cell area is 0.002317 mm². The total standard cell area after synthesis stands at 0.001519 mm². The yosys cell count stands at between 200 and 250. The total negative slack stands at 0 ps. Setup slack closes at 2208 ps. Setup repair after global routing left no endpoint under its margin. Synthesis produced a netlist whose cell count is 215. The pre-antenna-repair detailed-routing pass consisted of 4 iterations. Antenna repair during routing inserted a diode count of 0. The final-report setup violation count stands at 0. Buffers inserted to repair hold after CTS numbered 0. After detailed routing, the number of vias per cell comes to between 3 and 4. The flow measured a signed area growth from synthesis to layout of 52.55%. The average instance area after synthesis stands at 7.065 µm². The core region is 0.007807 mm². The chip area from the yosys synthesis statistics stands at 0.001519 mm². The remaining max-slew budget at the tightest pin stands at 74.97%. The OpenROAD report gives the critical path a required time of 6080 ps. At the pin with the least slew margin, the transition time is around 370 ps. The area fraction of the largest cell type after synthesis is 52.72%.

Checking hold timing, the worst path is listed with class in2out. The power density normalized to cell area stands at 43.05 mW/mm². The number of antenna violations at the first check in global routing came to 0. The DRC violations left stands at 0. STA classifies the critical path startpoint as an input pin.

Post-CTS repair ended up resizing 0 cells. The number of warnings reported in the stage logs is 64. The biggest area contributor in the post-synthesis netlist is ha_1. In the Yosys report, the sequential cells make up 0% of the chip area. The count of pins over their slew limit stands at 0. After floorplanning, the die was sized to cover 0.01210 mm². The total non-filler cell area in the finished layout stands at 0.002317 mm². In the final layout, the clock buffer count is 0. The fraction of the cycle the final worst path needs stands at between 70 and 80%. In this run the tool buffered the top-level ports with 67 buffer cells.
[critical path: stages]
cell,delay [ps]
clkdlybuf4s50_1,480
inv_1,50
ha_1,300
nand3_1,170
nor4_2,390
nand2_2,140
a21oi_1,210
a2111o_1,130
clkdlybuf4s50_1,480
[layer usage]
layer  track usage, %  part of all wire [%]  vias up
li1                 -                     -      841
met4                0                     0        0
met2            11.01                    44       43
met1            8.581                    46      620
met3            1.821                    10        0
met5                0                     0        -
[kinds of logic after synthesis]
logic type	after synthesis	synth area share (%)
compound gates	52	20.02
simple gates	31	10.46
fa+ha+maj	64	52.72
buf+inv	68	16.80
[synth_stat cells, drive strengths merged, types with 2 or more instances]
library cell	count
nand4	3
a21o	2
nor4	2
nor2	7
a21oi	28
o31ai	2
inv	68
nand2	8
nand3	10
a211oi	2
o21ai	10
ha	64
o221ai	2
[cell type report]
type	count	area (µm²)	share of cell area, %
Multi-Input combinational cell	147	1264	54.54
Timing Repair Buffer	67	670.6	28.94
Inverter	68	255.2	11.02
Tap cell	102	127.6	5.508
[stage by stage]
| step | cells | util (%) |
|---|---|---|
| 6_report | 384 | 29.68 |
| 5_1_grt | 384 | 29.68 |
| 4_1_cts | 384 | 29.68 |
| 3_5_place_dp | 384 | 29.68 |
| 3_3_place_gp | 384 | 29.68 |
| 2_1_floorplan | 215 | - |
[path summary, 6_finish.rpt]
kind                  startpoint           to  cells past startpoint
worst max-delay path       a[30]  a_greater_b                      9
worst min-delay path        b[0]    a_equal_b                      5
[placed cells by master (no fill, tap or decap), drive strengths merged, types with 2 or more instances in the layout]
cell / Yosys / layout
a211oi: 2 / 2
o221ai: 2 / 2
inv: 68 / 68
clkdlybuf4s50: 0 / 67
nand4: 3 / 3
a21oi: 28 / 28
ha: 64 / 64
o31ai: 2 / 2
nor4: 2 / 2
a21o: 2 / 2
nand3: 10 / 10
nor2: 7 / 7
o21ai: 10 / 10
nand2: 8 / 8
[where the power goes]
group | internal, µW | switching (µW) | total [µW]
registers | 0 | 0 | 0
clock network | 0 | 0 | 0
logic | 57.1 | 42.6 | 99.8
total | 57.1 | 42.6 | 99.8
No activity file was given, so power comes from the tool's default toggle rates.
