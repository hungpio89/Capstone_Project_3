$ cat design/flow/config.mk
export PLATFORM = sky130hd
export DESIGN_NAME = ram
export DESIGN_NICKNAME = ram
export VERILOG_FILES = /design/flow/design.v
export SDC_FILE = /design/flow/constraint.sdc
export NUM_CORES = 4
export LEC_CHECK = 1
export CORE_UTILIZATION = 40
$ cat design/flow/run.sh
#!/bin/bash
# OpenROAD 26Q1-2900-gdf79404cd8, Yosys 0.63+post, stock flow scripts
make -C /OpenROAD-flow-scripts/flow DESIGN_CONFIG=/design/flow/config.mk WORK_HOME=/design/flow/orfs finish
$ cat design/flow/design.v
module ram #(
	parameter ADDR_WIDTH 		= 10,										 
	parameter DATA_WIDTH 		= 32,             					 
	parameter DATA_MEM_WIDTH 	= 8
)(
	input		logic                  HCLK,     				 
	input 	logic                  HRESETn,  				 
	input 	logic [ADDR_WIDTH-1:0] HADDR,    				 
	input 	logic                  HWRITE,   				 
	input 	logic [1:0]            HTRANS,   				 
	input 	logic                  HSEL,     				 
	input		logic                  HREADY,   				 
	input		logic [DATA_WIDTH-1:0] HWDATA,   				 
	output	reg 	[DATA_WIDTH-1:0] HRDATA,   				 
	output 	reg                    HREADYOUT 				 
);
	reg [DATA_MEM_WIDTH-1:0] mem [(1 << (ADDR_WIDTH-1)) - 1:0];				 
	reg [ADDR_WIDTH-1:0] addr_reg;
	always_ff @(posedge HCLK or negedge HRESETn) begin
		if (!HRESETn) begin
			HREADYOUT <= 1'b1;
		end 
		else begin
			HREADYOUT <= HSEL && HTRANS[1];
		end
	end
	always_ff @(posedge HCLK or negedge HRESETn) begin
		if (!HRESETn) begin
			for (int i = 0; i < (1<<ADDR_WIDTH); i = i + 1) begin: clear_all_mem
				mem[i] <= 8'b0;
			end
		end
		else begin
					if (HWRITE && HSEL && HTRANS[1]) begin
						mem[HADDR	 ] <= HWDATA[ 7: 0];
						mem[HADDR + 1] <= HWDATA[15: 8];
						mem[HADDR + 2] <= HWDATA[23:16];
						mem[HADDR + 3] <= HWDATA[31:24];
					end
		end
	end
	always @(HSEL, HTRANS, HWRITE) begin
		if (HSEL && HTRANS[1] && !HWRITE) begin
			HRDATA[ 7: 0] <= mem[HADDR	 	];
			HRDATA[15: 8] <= mem[HADDR + 1];
			HRDATA[23:16] <= mem[HADDR + 2];
			HRDATA[31:24] <= mem[HADDR + 3];
		end
		else
			HRDATA		  <= 32'bZ;
	end
endmodule
$ cat design/flow/constraint.sdc
current_design ram

set clk_period 134.7
set clk_io_pct 0.2

create_clock -name clk0 -period $clk_period [get_ports {HCLK}]

set non_clock_inputs [all_inputs -no_clocks]
set_input_delay [expr $clk_period * $clk_io_pct] -clock clk0 $non_clock_inputs
set_output_delay [expr $clk_period * $clk_io_pct] -clock clk0 [all_outputs]
==> results.yml <==
# yosys + openroad results
die:
  rows: 354
  fp.dieH_um: 968.9
  die_width_um: 968.9
  initial_utilization: 0.4019
  io_pins: 82
grt:
  overflow: 497200
  grt_usage: 1.701
  grt_max_degree: 119
  grt_pass1_vias: 629700
  grt_pass1_wl_um: 9455000
run_status:
  firstError: "[ERROR GRT-0116] Global routing finished with congestion. Check the congestion regions in the DRC Viewer."
  status: "aborted with a tool error"
  stop_stage: "5_1_grt"
synth:
  avgSynthCellArea_um2: 7.263
  edf_count: 0
  ys_seq_frac: 0.2741
  syn-cell-area_um2: 374000
  yosys_warnings: 3
  ys_cells: 51490
  synth-main-ff-cell: "dfrtp_1"
  ys_async_sr_fraction: 1.000
  ys.flops: 4097
  syn_inst: 51490
  yosysUniqueCellTypes: 105
  ys_area_um2: 374000
cts:
  hold_buffers: 0
  numCtsBuffers: 491
  htreeDepth: 5
  clockBufferDepth: 5
  cts-resized-gates: 0
  cts_setup_buffers: 0
  clock_sinks: 4097
  cts_root_buf: "clkbuf_16"
placement:
  place_area_um2: 459400
  dp_cells: 69070
  port_buffers: 78
  dp_hpwl_um: 6195000
  globalplace.congestion: 2.978
  dpl_worst_slack_ns: 69.91
## synthesized netlist by cell type (9+ instances only)
master / n / area share
and3_1: 128 / 0.0021
a221o_1: 186 / 0.0050
a22o_1: 954 / 0.022
nand2_1: 3187 / 0.032
nor2b_1: 11 / 0.00018
nor2_1: 9132 / 0.092
o2bb2ai_1: 21 / 0.00049
a222oi_1: 556 / 0.015
dfrtp_1: 4096 / 0.27
a31oi_1: 25 / 0.00042
a21boi_0: 11 / 0.00022
nor4_1: 826 / 0.014
a32o_1: 26 / 0.00070
o2111ai_1: 32 / 0.00075
o211ai_1: 26 / 0.00052
and2_1: 12 / 0.00020
nor3_1: 1216 / 0.016
a21oi_1: 8554 / 0.11
a32oi_1: 64 / 0.0015
buf_4: 19 / 0.00038
mux2i_1: 3591 / 0.096
nand2b_1: 19 / 0.00032
nand3_1: 734 / 0.0098
and4_1: 77 / 0.0018
o41ai_1: 118 / 0.0028
nand4b_1: 24 / 0.00056
o221ai_1: 9 / 0.00021
a211oi_1: 3609 / 0.072
o22ai_1: 58 / 0.00097
a22oi_1: 5029 / 0.10
a2111oi_0: 57 / 0.0013
or4_1: 90 / 0.0018
nand4_1: 1038 / 0.017
buf_2: 394 / 0.0053
o21ai_0: 1503 / 0.020
or3_1: 43 / 0.00072
clkbuf_1: 4700 / 0.047
inv_1: 16 / 0.00016
o21ai_1: 11 / 0.00015
a221oi_1: 854 / 0.020
buf_1: 204 / 0.0020
a311oi_1: 35 / 0.00082
## layer usage
metal,overflow,global-route usage
met5,2902,1.008
met4,20170,1.126
met3,32710,1.138
met2,260000,2.320
met1,181400,1.834
## kinds of logic after synthesis
family | after synthesis | share of synthesized area
muxes | 3602 | 0.09644
adders and majority gates | 4 | 0.0001338
buffers and inverters | 5338 | 0.05514
and+or+nand+nor | 16610 | 0.1904
DFF | 4097 | 0.2741
AOI/OAI and AO/OA | 21830 | 0.3834
xor gates and xnor gates | 11 | 0.0003379
