==> design/flow/design.v <==
module transmit_FIFO													 
(
	input  logic				  	clk_i, 
	input  logic    			  	rst_ni,			
	input  logic [  7 :  0]    wr_data,                 	 
	input  logic					fifo_en,
	input  logic				  	ctrl_tx_buffer,				 
	input  logic 				  	done_tx,
	input  logic					TXen,
	input  logic					tx_buffer_overrun,			 
	input  logic					rx_state_full,					 
	output reg   [ 4 :  0] 	  ptr_addr_wr_i,
	output reg   [ 4 :  0] 	  ptr_addr_wr_o,
	output reg   [ 7 :  0]    wr_data_o							 
);
	reg 	[ 7 :  0] mem 			[0 : 31];  
	always @(posedge clk_i or negedge rst_ni) begin
		if (!rst_ni) begin
			ptr_addr_wr_o <= 5'b0;
		end
		else begin
			if (fifo_en && TXen) begin
				if (ctrl_tx_buffer) begin
					ptr_addr_wr_o <= ptr_addr_wr_o + 5'd1; 
				end
			end
			else
				ptr_addr_wr_o <= ptr_addr_wr_o;
		end
	end
	always @(posedge clk_i or negedge rst_ni) begin
		if (!rst_ni) begin
			wr_data_o		<= 8'b0;
		end
		else begin
			if (fifo_en && TXen) begin
				if (ctrl_tx_buffer) begin
					wr_data_o 			 <= mem[ptr_addr_wr_o]; 
				end
				else
					wr_data_o 			 <= wr_data_o;
			end
			else
				wr_data_o				 <= wr_data;
		end
	end
	always_ff @(posedge clk_i, negedge rst_ni) begin
		if (!rst_ni) begin           
			for (integer j = 0; j < 32; j = j + 1) begin
				mem[j] 		<= 8'b0;
			end
			ptr_addr_wr_i 	<= 5'b0;
		end
		else begin
			if (TXen) begin
				if (fifo_en) begin
					if (rx_state_full) begin						 
						for (integer j = 0; j < 32; j = j + 1) begin: reset_FIFO
							mem[j] 		<= 8'b0;
						end
						ptr_addr_wr_i 			<= 5'd0;
					end
					if (ptr_addr_wr_i == 5'd0) begin				 
						mem [ptr_addr_wr_i]  <= wr_data;
						ptr_addr_wr_i 			<= ptr_addr_wr_i + 5'd1;
					end
					else begin
							mem [ptr_addr_wr_i]  <= wr_data;
							ptr_addr_wr_i 			<= ptr_addr_wr_i + 5'd1;
					end
				end
			end
		end
	end
endmodule
==> design/flow/run.sh <==
#!/bin/bash
# OpenROAD 26Q1-2900-gdf79404cd8, Yosys 0.63+post, stock flow scripts
make -C /OpenROAD-flow-scripts/flow DESIGN_CONFIG=/design/flow/config.mk WORK_HOME=/design/flow/orfs finish
==> design/flow/config.mk <==
export PLATFORM = sky130hd
export DESIGN_NAME = transmit_FIFO
export DESIGN_NICKNAME = transmit_FIFO
export VERILOG_FILES = /design/flow/design.v
export SDC_FILE = /design/flow/constraint.sdc
export NUM_CORES = 4
export LEC_CHECK = 1
export CORE_UTILIZATION = 40
==> design/flow/constraint.sdc <==
current_design transmit_FIFO

set clk_period 4.3
set clk_io_pct 0.2

create_clock -name clk0 -period $clk_period [get_ports {clk_i}]

set non_clock_inputs [all_inputs -no_clocks]
set_input_delay [expr $clk_period * $clk_io_pct] -clock clk0 $non_clock_inputs
set_output_delay [expr $clk_period * $clk_io_pct] -clock clk0 [all_outputs]
==> notes.md <==
Update from the flow run.

The run finished with clean final reports. The die span in y is 184 um. The post-layout utilization of the core is 46.2%. The leading area contributor after synthesis is dfrtp_1. The first detailed-routing pass took 5 iterations. By count the netlist is led by 514 x nand2_1, 274 x dfrtp_1, 254 x o21ai_0. The final period utilization is 73.9%. The total clock buffers created by CTS is 31. Sequential elements use 51.8% of the synthesized area. The post-CTS setup buffer count is 0. The number of antenna violations at the first check in global routing is 0. The reg2reg setup slack is 1.12 ns. The total of fill cells in the finished design is 3,053. The insertion delay at the late pin of the worst-skew pair is 0.58 ns. The script logs the mean routed wire length per placed instance as 22.3 um.

Counting pins that exceed their max-slew limit in the final report gives 0. The final critical delay including setup and external delays is 3.18 ns. After global routing the overflow that remains totals 0.

Counting along the longest clock path gives a buffer depth of 3. The script computed the net switching share of total power as 35.2%. The number of buffers inserted by port buffering is 31. In the power breakdown, the internal column shows 5.20 mW. The power share of the clock group is 31.8%. The count of flip-flops with a built-in enable after synthesis is 0.

The average footprint of a synthesized cell is 8.74 um^2. For this design the ratio of total power to cell area is 534 nW/um^2. The count of unresolved DRC violations after routing is 0. Per the run summary, max-cap violations total 0. CTS built an H-tree with a depth of 1.

Measured against its own limit, the worst slew margin works out to 43.4%. Summing all non-filler instances in the final layout gives an area of 15,000 um^2. The number of clock sinks is 274. Summing all placed instances gives a cell area of 14,100 um^2. The most common cell in the synthesized netlist is nand2_1.

Setup repair after global routing left no endpoint under its margin. For this block, the routed nets add up to 43,900 um of wire. In this run the cell area of the synthesized design comes to 13,200 um^2. At the pin with the least slew margin, the transition time is 0.847 ns. Sequential cells burn 41.4% of the power.

The violation count after the first detailed-route iteration is 1,042. By area the synthesized netlist is led by dfrtp_1 52%, nand2_1 15%, o21ai_0 9.6%. Looking at the critical path, the highest net fanout was 9. Global routing used 27.7% of the available tracks across all layers.

The data required time at the worst endpoint is 4.72 ns. The total number of warnings across the stage logs is 37. The mean number of vias per cell is 5.75. The root buffer selected by CTS is clkbuf_16.

The critical path is of the register to register type. The share of layout cells above drive strength 1 is 8.10%. The power report puts the leakage power at 6.25 nW. The final worst clock skew is 0.0255 ns. The number of global-route vias before repair is 11,000. The number of cell instances after yosys synthesis is 1,516. The placer's final routability congestion estimate is 0.989. The share of synthesized registers carrying an async set or reset is 100%.

The effective utilization at floorplan is 40.7%. The final number of setup-violating endpoints is 0. The synthesized netlist contains 60 unique library cells. STA classifies the critical path startpoint as a register.

In the synthesis report, Yosys lists the chip area as 13,200 um^2. The data arrival time at the worst-slack endpoint is 3.60 ns. The number of instances in the synthesized netlist is 1,516. The maximum clock frequency is 0.315 GHz.

The hold buffer count at cts is 0. The maximum ir drop on the vdd rail is 0.337 mV. For this run, the leading register cell type out of synthesis is dfrtp_1. The remaining number of nets flagged by the antenna check after routing is 0. Between the synthesized netlist and the finished layout, the area growth was recorded as 13.5%. The power report attributes to the combinational group a share of 26.7%. Across all hold checks on the routed design, the worst slack comes to 0.261 ns. The clock tree from TritonCTS is done.

Counting flops and latches in the post-synthesis netlist gives 274. The yosys warning tally is 2. The largest net degree at the start of global routing is 130. The final number of hold-violating endpoints is 0. STA classifies the critical path endpoint as a register.

In the final timing run, aggregate negative setup slack is 0 ns. The half-perimeter wire length after placement is 28,000 um. The total of cells resized after clock tree synthesis is 0. The total via count in the routed design is 11,300. The area fraction of the largest cell type after synthesis is 51.8%. The floorplan report gives the top-level pin count as 34. The worst hold-check path type is primary input to async pin. The die area is 33,800 um^2. The area of the core is 32,500 um^2.

The count of standard-cell rows is 66. Looking at the worst setup and hold paths, the clock pins of their registers show a slew of 0.06 ns. The first global-routing pass estimated 67,000 um of wire. The floorplan die width is 184 um. Per the detail_route report, inserted antenna diodes total 0. The switching power is 2.82 mW.
==> worst max-delay path, stage by stage (launching register included) <==
cell	delay [ns]
dfrtp_1	0.46
ha_1	0.25
nand2_1	0.18
nor2_1	0.10
ha_1	0.36
a222oi_1	0.47
and4_1	0.36
o211ai_1	0.16
a211oi_1	0.57
o21ai_1	0.10
==> sequential cells by signal (all words and copies together), names as in the netlist <==
signal	cells
wr_data_o	8
ptr_addr_wr_i	5
ptr_addr_wr_o	5
mem	256
==> area by class of cell <==
type	instances	area, um^2	area share [%]
sequential	274	6860	45.6
multi-input combinational	1099	5780	38.4
clock buffer	48	880	5.85
timing repair buffer	92	836	5.56
tap	442	553	3.68
clock inverter	5	78.8	0.524
inverter	12	45.0	0.300
==> per-layer routing <==
layer	wire, um	global-route usage (%)
met5	0	0
met4	1780	9.63
met3	4620	10.1
met2	19600	40.5
met1	17900	39.3
==> cells in the final DEF (no fill, tap or decap), types with 12 or more instances in the layout <==
| master | instances |
|---|---|
| nand3_1 | 20 |
| inv_1 | 12 |
| o21ai_0 | 254 |
| a22o_1 | 35 |
| ha_1 | 12 |
| mux2i_1 | 26 |
| a22oi_1 | 34 |
| nand2_1 | 513 |
| dfrtp_1 | 272 |
| clkbuf_16 | 31 |
| buf_4 | 56 |
| clkdlybuf4s50_1 | 30 |
| clkbuf_1 | 13 |
| a32oi_1 | 12 |
| nor2_1 | 41 |
==> power by group through the flow <==
| stage | logic, mW | registers, mW | clock network, mW |
|---|---|---|---|
| after CTS | 2.10 | 3.32 | 2.60 |
| after global routing | 2.29 | 3.38 | 2.68 |
| final | 2.14 | 3.33 | 2.55 |
==> metrics by stage <==
| step | cells | total power, mW | setup WS, ns |
|---|---|---|---|
| after floorplan | 1516 | 4.54 | 1.78 |
| after global placement | 1919 | 5.42 | 1.15 |
| after detailed placement | 1919 | 5.46 | 1.08 |
| after CTS | 1972 | 8.02 | 1.20 |
| after global routing | 1972 | 8.35 | 0.968 |
| final | 1972 | 8.02 | 1.12 |
==> final timing paths <==
check / start / end / depth (start not counted)
hold reg to reg: mem[15][3]$_DFFE_PN0P_ / mem[15][3]$_DFFE_PN0P_ / 1
setup reg to reg: ptr_addr_wr_o[0]$_DFFE_PN0P_ / wr_data_o[0]$_DFFE_PN0P_ / 9
hold / removal: rst_ni / mem[18][0]$_DFFE_PN0P_ / 1
max in group asynchronous: rst_ni / mem[17][4]$_DFFE_PN0P_ / 2
setup / recovery: ptr_addr_wr_o[0]$_DFFE_PN0P_ / wr_data_o[0]$_DFFE_PN0P_ / 9
min in group clk0: mem[15][3]$_DFFE_PN0P_ / mem[15][3]$_DFFE_PN0P_ / 1
==> cells by family after synthesis <==
family	after synthesis	synth area share, %
XOR/XNOR	6	0.397
flip-flops	274	51.8
buffers and inverters	143	4.65
AND/OR/NAND/NOR	634	19.7
AND-OR/OR-AND	406	18.8
multiplexers	41	3.61
adder cells (fa/ha/maj)	12	1.13
No activity file was given, so power comes from the tool's default toggle rates.
