==> ./design.v <==
module  ctrl_interface_signal
(
	input 	logic						CLK,												 
	input 	logic						RESETn,
	input 	logic	[	 7 :   0]	PADDR,
	input		logic						cfg_en,											 
	input 	logic	[  19 :   0] 	desired_baud_rate,
	input 	logic	[	 6 :   0]	ctrl_i,											 
	input 	logic	[	 3 :   0]	state_isr_i,
	output 	logic	[	 6 :   0]	ctrl_o,											 
	output 	logic	[	 3 :   0]	state_isr_o,
	output 	logic	[  12 :   0]	cd_o
);
	logic				[  12 :   0]	actual_cd;	
	reg				[   7 :   0] 	base_offset; 
	genvar i;
	generate 
		for (i = 0; i < 8; i = i + 1) begin: offset_assignment
			assign base_offset[i] = PADDR[i];
		end
	endgenerate
	always @(desired_baud_rate) begin	
		case(desired_baud_rate)
			20'd600   : actual_cd = 13'd5208;
			20'd4800	 : actual_cd = 13'd651;
			20'd9600	 : actual_cd = 13'd325;
			20'd19200 : actual_cd = 13'd162;
			20'd28800 : actual_cd = 13'd108;
			20'd38400 : actual_cd = 13'd81;
			20'd57600 : actual_cd = 13'd54;
			20'd115200: actual_cd = 13'd27;
			20'd230400: actual_cd = 13'd13;
			20'd460800: actual_cd = 13'd6;
			20'd921600: actual_cd = 13'd3;					 
			default   :	actual_cd = 13'd27;					 
		endcase
	end
	always @(posedge CLK or negedge RESETn) begin
		if (!RESETn) begin
			ctrl_o 			<= 7'b000_0011;
			state_isr_o 	<= {2'b00, state_isr_i[1], state_isr_i[0]};
			cd_o				<= 13'd27;							 
		end
		else begin
			if (cfg_en) begin
				case (base_offset)
					8'h0: begin
						for (int i = 0; i < 7; i = i + 1) begin
							ctrl_o[i]		<= ctrl_i[i];
						end
					end
					8'h4: begin
						for (int j = 2; j < 4; j = j + 1) begin
							state_isr_o[j]	<= state_isr_i[j];
						end
					end
					8'h8: begin
						for (int k = 0; k < 13; k = k + 1) begin
							cd_o[k]			<= actual_cd[k];
						end
					end
					default: begin
						ctrl_o 			<= 7'b000_0011;
						state_isr_o 	<= {2'b00, state_isr_i[1], state_isr_i[0]};
						cd_o				<= 13'd27;						 
					end
				endcase
			end
			else
				ctrl_o 			<= ctrl_o;
				state_isr_o 	<= state_isr_o;
				cd_o				<= cd_o;
		end
	end
endmodule	
==> ./run.sh <==
#!/bin/bash
# OpenROAD 26Q1-2900-gdf79404cd8, Yosys 0.63+post, stock flow scripts
make -C /OpenROAD-flow-scripts/flow DESIGN_CONFIG=/design/flow/config.mk WORK_HOME=/design/flow/orfs finish
==> ./config.mk <==
export PLATFORM = sky130hd
export DESIGN_NAME = ctrl_interface_signal
export DESIGN_NICKNAME = ctrl_interface_signal
export VERILOG_FILES = /design/flow/design.v
export SDC_FILE = /design/flow/constraint.sdc
export NUM_CORES = 4
export LEC_CHECK = 1
export CORE_AREA = 10 10 70 70
export DIE_AREA = 0 0 80 80
==> ./constraint.sdc <==
current_design ctrl_interface_signal

set clk_period 1.4
set clk_io_pct 0.2

create_clock -name clk0 -period $clk_period [get_ports {CLK}]

set non_clock_inputs [all_inputs -no_clocks]
set_input_delay [expr $clk_period * $clk_io_pct] -clock clk0 $non_clock_inputs
set_output_delay [expr $clk_period * $clk_io_pct] -clock clk0 [all_outputs]
==> ci_impl_report.md <==
## PnR job results

| Metric | Value |
|---|---|
| Outcome | complete, no violations |
| Io pins | 66 |
| Clock Path Buffers | 2 |
| Dominant comb cell | AND-OR/OR-AND gates |
| CP Class | reg -> out |
| Register pins left without a clock | 2 |
| RSZ-0062 raised after global routing | false |
| Crit path largest cell delay | 0.47 ns |
| CTS clk-pin slew, worst paths | approximately 0.050 ns |
| Fp_density | 0.169 |
| Chip area | 6400 µm² |
| GP Congestion | 0.809 |
| Worst Hold Slack | around 0.32 ns |
| Crit-path cells | clkdlybuf4s50_1 |
| CP startpoint kind | flop |
| Crit-path max FO | 2 |
| Tool warnings | 47 |
| Critical path endpoint category | output port |
| Total Neg Setup Slack | 0 ns |
| Post-synthesis xor/xnor area fraction | 0 |
| Largest net degree at the start of global routing | 11 |
| Grt total ovfl | 0 |
| Die height | 80 µm |
| IR drop worst, VDD | between 0.0002 and 0.00025 V |
| Vias in the first global route | between 500 and 600 |
| Final Hold Viols | 0 |
| Ys cells | around 70 |
| Placement Rows | 21 |
| Final setup vio count | 0 |
| Hold Path Class | in -> async |
| Maxcap violations | 0 |
| Yosys chip area | 578 µm² |
| Mapped Cells | 68 |
| Antenna-violating nets left | 0 |
| Layout Cells excl Fill | 155 |
| Slowest stage cell, crit path | clkdlybuf4s50_1 |
| Initial DRC count | 24 |
| Chip width | 80 µm |
| Mean Syn Cell Area | 8.50 µm² |
| Register-to-register setup slack | roughly 0.5 ns |
| Cell taking the most area after synthesis | dfrtp_1 |
| Synth Warn # | 10 |
| Data arrival, critical path | 1.09 ns |
| Post-synthesis mux area share | 0 |
| Post-synthesis register bit count | 9 |
| Antenna fix cells | 0 |
| Post-layout min period | 1.37 ns |
| R2r startpoint | ctrl_o[4] |
| Post-Synth AOI/OAI Area | 0.240 |
| FF-to-FF End | ctrl_o[4] |
| Worst clock skew | 0 ns |
| CTS tree | done |
| Adders+Majority by Area | 0 |
| Crit. Startpoint | ctrl_o[4] |
| Layout cells sized above 1 | 0.174 |
| # fillers | 369 |
| Netlist Area Pre-Place | approximately 580 µm² |
| Via count | 639 |
| Worst path bufs/invs | 1 |
| Crit-path leading delay family | buffers and inverters |
| Pre-CTS WS | -0.193 ns |
| Endpoints left unconstrained | 4 |
| Drt pass-1 iters | 4 |
| Fmax | between 700 and 800 MHz |
| Initial antenna violation count | 0 |
| Distinct lib cells | 21 |
| Leakage | around 0.00047 µW |
| H-tree depth | 1 |
| Worst path depth | 1 |
| First-pass GRT wire length | 2930 µm |
| CTS buffer count | 3 |
| Buffers on Ports | 28 |
| Wire length per cell | 12.1 µm |
| Cycle use final | 0.976 |
| Overall global routing resource usage | 0.0568 |
| Placed instance count | 144 |
| Dominant cell area share | 0.216 |
| Fin. max-slew vios | 0 |
| DRC Markers | 0 |
| Top cells by area | dfrtp_1 22%, buf_4 21%, dfstp_2 9.1% |
| Area Overhead vs Synth | 69.0% |
| DP HPWL | 1510 µm |
| Worst reg-to-reg path cell count | 3 |
| Worst EP required | 1.12 ns |
| Via density | approximately 4.1 |
| Final WL | 1880 µm |
| And+or+nand+nor area frac | 0.173 |
| Final WS setup | between 0.03 and 0.04 ns |
| CTS root buf | clkbuf_4 |
| Hold-fix buffers, CTS | 0 |
| PwrDens | 515 nW/µm² |
| Core ar. | 3420 µm² |
| Later-pin clock latency in the skew report | 0.25 ns |
[sequential cells by signal, summed over array words and instances, names as in the netlist]
signal / count
ctrl_o: 7
state_isr_o: 2
[layout by cell type (no fill, tap or decap)]
cell type and count:
a32oi_1 5, or2b_1 1, and3_1 1, o22ai_1 2
clkdlybuf4s50_1 21, nor2_1 6, nor2b_2 1, dlygate4sd2_1 2
dfstp_2 2, nand2b_1 1, a21oi_1 2, clkbuf_4 3
o21ai_1 2, conb_1 15, buf_4 12, nand2_1 5
clkinvlp_4 1, o21ai_0 5, dlymetal6s2s_1 5, dfrtp_1 5
a22oi_1 5, dlxtn_1 2, clkbuf_1 1, and2b_1 1
or4b_1 2, nand3_1 1
[routing by layer]
layer	GRT usage	vias to the layer above	share of wire
met3	0.0307	0	0.14
li1	-	299	-
met4	0.00704	0	0
met5	0	-	0
met2	0.0811	42	0.45
met1	0.0757	298	0.41
[timing repair]
action | 4_1_cts | 5_1_grt
buffers inserted | 7 | 0
setup endpoints to repair | 7 | 8
resized | 2 | 7
[area by class of cell]
| class | instances | area (µm²) | area share |
|---|---|---|---|
| sequential | 9 | 208 | 0.213 |
| tap | 46 | 57.6 | 0.0589 |
| clock buffer | 4 | 26.3 | 0.0269 |
| timing repair buffer | 40 | 380 | 0.389 |
| inverter | 1 | 7.51 | 0.00768 |
| multi-input combinational | 55 | 298 | 0.305 |
[synth_stat cells]
library cell and instances:
buf_4 16, nor2_1 6, a22oi_1 5, a32oi_1 5, dfrtp_1 5, nand2_1 5
o21ai_0 5, a21oi_1 2, conb_1 2, dfstp_2 2, dlxtn_1 2, o21ai_1 2
o22ai_1 2, or4b_1 2, and2b_1 1, and3_1 1, clkinv_1 1, nand2b_1 1
nand3_1 1, nor2b_1 1, or2b_1 1
[worst reg2reg max path: stages (launching register included)]
cell and delay (ns):
dfrtp_1 0.39, buf_4 0.15, a32oi_1 0.16, a22oi_1 0.09
[metrics by stage]
| stage | utilization | power, µW | area, µm² |
|---|---|---|---|
| detailed placement | 0.258 | 319 | 882 |
| global route | 0.286 | 533 | 977 |
| finish | 0.286 | 503 | 977 |
| global placement | 0.258 | 318 | 882 |
| floorplan | - | 266 | 627 |
| CTS | 0.281 | 505 | 958 |
[power breakdown]
part	internal, µW	total, µW	switching [µW]
Combinational	67.9	108	40.4
Clock	109	187	78.5
Sequential	207	208	0.424
[worst max path at each step]
stage	endpoint	slack (ns)
final	ctrl_o[4]	0.03
after global routing	ctrl_o[4]	0.004
after CTS	ctrl_o[5]	0.02
[cell families after synthesis]
kind of cell	count (synthesis)
AND-OR/OR-AND	21
flip-flops	7
other	2
AND/OR/NAND/NOR	19
buffers and inverters	17
latches	2
Power figures rest on the tool's default switching activity, not on a simulated workload.
